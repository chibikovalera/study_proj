File: flow/constraint.sdc
current_design CV_HANDLER_CMD

set clk_period 34.8
set clk_io_pct 0.2

create_clock -name clk0 -period $clk_period [get_ports {CLK}]

set non_clock_inputs [all_inputs -no_clocks]
set_input_delay [expr $clk_period * $clk_io_pct] -clock clk0 $non_clock_inputs
set_output_delay [expr $clk_period * $clk_io_pct] -clock clk0 [all_outputs]
File: flow/config.mk
export PLATFORM = sky130hd
export DESIGN_NAME = CV_HANDLER_CMD
export DESIGN_NICKNAME = CV_HANDLER_CMD
export VERILOG_FILES = /design/flow/design.v
export SDC_FILE = /design/flow/constraint.sdc
export NUM_CORES = 4
export LEC_CHECK = 1
export CORE_UTILIZATION = 50
File: flow/design.v
`timescale 1ns / 1ps
module CV_HANDLER_CMD 
(
    input CLK,
    input RST,
    input CMD_RDY_T,
    input [130:0] CMD_DATA_T, 
    input RES_RDY_R,
    input S_EX_ACK,
    input [7:0] S_D_RD,
    output reg CMD_RDY_R,
    output reg RES_RDY_T,
    output [80:0] RES_DATA_T,
    output reg S_EX_REQ,
    output reg [39:0] S_ADDR, 
    output reg [2:0] S_CMD, 
    output reg [7:0] S_D_WR 
);
reg [2:0] STATE;
localparam WDATA = 0,
           ALZ = 1,
           WR = 2,
           IORD = 3,
           IOWR = 4,
           TRANS = 5;
localparam ADD36 = 3'b001,
           MUL64 = 3'b010,
           WR40_8 = 3'b111,
           ON40_8 = 3'b000,
           OFF40_8 = 3'b011,
           LED40_8 = 3'b100,
           ERR = 3'b101;
reg [63:0] RES_DATA;
reg [6:0] START_ADDR;
reg [6:0] END_ADDR;
wire [2:0] RES_TYPE;
reg [130:0] CMD_DATA;
always @(posedge CLK, posedge RST)
begin
    if (RST)
    begin
        CMD_DATA <= {131{1'b0}}; 
        CMD_RDY_R <= 1'b1;
        RES_RDY_T <= 1'b0;
        RES_DATA <= {64{1'b0}};
        S_EX_REQ <= 1'b0;
        S_ADDR <= {40{1'b0}}; 
        S_CMD <= 3'b000;
        S_D_WR <= 8'h00;
        STATE <= WDATA;
    end
    else case (STATE)
        WDATA:
        if (CMD_RDY_T)
        begin
            CMD_DATA <= CMD_DATA_T; 
            CMD_RDY_R <= 1'b0;
            STATE <= ALZ;
        end
        ALZ:
        if (CMD_DATA[130:128] == 3'b001) 
        begin
            RES_DATA <= CMD_DATA[71:36] + CMD_DATA[35:0];
            RES_RDY_T <= 1'b1;
            STATE <= TRANS;
        end
        else if (CMD_DATA[130:128] == MUL64)
        begin
            RES_DATA <= CMD_DATA[127:64] * CMD_DATA[63:0];
            RES_RDY_T <= 1'b1;
            STATE <= TRANS;
        end
        else if (CMD_DATA[130:128] == ERR)
        begin
            RES_RDY_T <= 1'b1;
            STATE <= TRANS;
        end
        else if (CMD_DATA[130:128] == 3'b000 | CMD_DATA[130:128] == OFF40_8)
        begin
            S_EX_REQ <= 1'b1;
            S_ADDR <= CMD_DATA[47:8];
            S_CMD <= 3'b100; 
            STATE <= IORD;
        end
        else if (CMD_DATA[130:128] == LED40_8)
        begin
            S_EX_REQ <= 1'b1;
            S_ADDR <= CMD_DATA[47:8];
            S_CMD <= 3'b000; 
            S_D_WR <= CMD_DATA[7:0];
            STATE <= WR;
        end
        else if (CMD_DATA[130:128] == WR40_8)
        begin
            S_EX_REQ <= 1'b1;
            S_ADDR <= CMD_DATA[47:8];
            S_CMD <= 3'b001; 
            S_D_WR <= CMD_DATA[7:0];
            STATE <= WR;
        end
        WR:
        if (S_EX_ACK)
        begin
            RES_RDY_T <= 1'b1;
            S_EX_REQ <= 1'b0;
            STATE <= TRANS;
        end
        IORD:
        if (S_EX_ACK)
        begin
            S_CMD <= 3'b000; 
            if (CMD_DATA[130:128] == 3'b000) S_D_WR <= S_D_RD | CMD_DATA[7:0];
            else if (CMD_DATA[130:128] == OFF40_8) S_D_WR <= S_D_RD & ~CMD_DATA[7:0];
            STATE <= IOWR;
        end
        IOWR:
        if (S_EX_ACK)
        begin
            RES_RDY_T <= 1'b1;
            S_EX_REQ <= 1'b0;
            STATE <= TRANS;
        end
        TRANS:
        if (RES_RDY_R)
        begin
            RES_RDY_T <= 1'b0;
            CMD_RDY_R <= 1'b1;
            STATE <= WDATA;
        end
    endcase
end
always @(*)
begin
    case(CMD_DATA[130:128])
        3'b001:
        begin
            START_ADDR <= 7'h00;
            END_ADDR <= 7'h0D;
        end
        MUL64:
        begin
            START_ADDR <= 7'h0E;
            END_ADDR <= 7'h1B;
        end
        WR40_8:
        begin
            START_ADDR <= 7'h1C;
            END_ADDR <= 7'h29;
        end
        3'b000:
        begin
            START_ADDR <= 7'h2A;
            END_ADDR <= 7'h37;
        end
        OFF40_8:
        begin
            START_ADDR <= 7'h38;
            END_ADDR <= 7'h46;
        end
        LED40_8:
        begin
            START_ADDR <= 7'h47;
            END_ADDR <= 7'h55;
        end   
        ERR:
        begin
            START_ADDR <= 7'h56;
            END_ADDR <= 7'h65;
        end  
        default:
        begin
            START_ADDR <= 7'h00;
            END_ADDR <= 7'h00;     
        end
    endcase
end
assign RES_TYPE = CMD_DATA[130:128];
assign RES_DATA_T = {RES_TYPE, START_ADDR, END_ADDR, RES_DATA};
endmodule
File: flow/run.sh
#!/bin/bash
# OpenROAD 26Q1-2900-gdf79404cd8, Yosys 0.63+post, stock flow scripts
make -C /OpenROAD-flow-scripts/flow DESIGN_CONFIG=/design/flow/config.mk WORK_HOME=/design/flow/orfs finish
==> flow_summary.ini <==
; flow metrics
[global_routing]
grt_start_max_net_pins = 62
antenna_found_initial = 18
grt_overflow = 0
grt_pass1_wl_um = 376000
grt_usage_pct = 36.9
grt_pass1_vias = 60400

[setup_path]
cpMostUsedCell = fa_1
critPathCaptureType = flop
startpoint_type = flop
cpMaxStageDelayCell = dfrtp_2
cpPeakStageDelay_ps = 750
crit_arrival_ps = 10350
critPathMaxFanout = 34
required_ps = 35310
critPathKind = flop to flop

[synth]
yosys-top-cells-area = fa_1 49%, inv_1 9.8%, dfrtp_1 8.5%
ys_warn_count = 1
synthArstFlopShare_pct = 100
synthCells = 8070
ys_area_mm2 = 0.0746
yosys.cell_types.count = 82
ff_type = dfrtp_1
top_area_share_pct = 49.2
yosysTopAreaCell = fa_1
ys_ff = 254
postSynthAreaPerCell_um2 = 9.25
synth_stat.cells = 8070
syn_area_mm2 = 0.0746
edf_count = 0
ys_seq_share_pct = 8.52

[final_layout]
area_delta_synth_final_pct = 8.03
multiInputGateArea_mm2 = 0.0591
seqCellArea_mm2 = 0.00641
nFillCells = 13200
layout.cells.most_common = inv_1
final_layout_size_suffix_gt1_share_pct = 6.05
mostFrequentLayoutCells = 1939 x inv_1, 1832 x fa_1, 1292 x nand2_1

[sta]
hold_ws_ps = 473
maxSlewViolCount = 0
rsz0062_at_grt = false
fin_crit_ps = 9840
clock.fmax_mhz = 102
tightest_slew_ps = 996
relSlewSlack_pct = 33.1
setup_viol = 0
final.period_utilization_pct = 28.3
skew_ps = 30.7
tns_ps = 0
hold_violations = 0

[clock_tree]
clock_sinks = 254
cts_tree = yes
numCtsBuffers = 38
clkSlewWorstSetupHoldPaths_ps = 60
cts_setup_buffers = 0
clock_latency_ps = 630
cts_hold_buf = 0
cts_buffer_depth = 3
htreeDepth = 2
cts-root-buf = clkbuf_16
cts_resized = 0

[job]
tool_warnings = 25
cap_violations = 0

[drt]
dr.first_iter.drc_count = 2379
first_pass_iters = 6
via_count = 53400
wirelength_um = 243000
drc = 0
vias_per_cell = 5.33
wire_per_inst_um = 24.2
drtAntennaViolNets = 0

[die]
die_h_um = 388
core_mm2 = 0.148
rows = 141
fp.dieW_um = 388
chipArea_mm2 = 0.151
io_pins = 279
initCoreUtil_pct = 50.5

[placement]
hpwl_um = 192000
gp_congestion = 1.03
port-buffer-count = 277

[hold_path]
worstHoldPathType = flop to flop

[status]
status = completed
## per-stage QoR
step                instance area, um2  cells  setup WS (ps)  utilization [%]
finish                           80600  10000          24960             54.5
global route                     80600  10000          24550             54.5
CTS                              80600  10000          24990             54.5
detailed placement               79200   9949          25030             53.6
global placement                 79200   9949          25040             53.6
floorplan                        74600   8070          20860                -
## sequential cells by signal (all words and copies together) (netlist names), named ones only
register / flops
RES_RDY_T: 1
CMD_DATA: 131
S_ADDR: 40
CMD_RDY_R: 1
S_CMD: 2
S_D_WR: 8
STATE: 5
S_EX_REQ: 1
RES_DATA: 64
## cell type report
type | instances | area share, %
inverter | 1940 | 9.04
tap | 1930 | 3.00
sequential | 254 | 7.96
clock buffer | 54 | 1.35
clock inverter | 16 | 0.320
multi-input combinational | 5378 | 73.3
timing repair buffer | 447 | 5.02
antenna | 4 | 0.0124
## routing by layer
layer | track usage, % | part of all wire (%) | vias to the layer above | wire (um)
li1 | - | - | 23000 | -
met1 | 50.0 | 37 | 27400 | 88900
met2 | 52.5 | 44 | 2559 | 108000
met3 | 22.3 | 15 | 439 | 36800
met4 | 9.92 | 3.7 | 20 | 8920
met5 | 0.128 | 0.057 | - | 139
## worst max-delay path: cells and delay by family, from the launching register on
family,cells,cell delay [ps]
fa+ha+maj,11,5340
flops,1,750
simple gates,3,590
mux,1,130
compound gates,6,1870
buf+inv,8,960
## path summary, 6_finish.rpt
check	start	to	slack, ps	depth (start not counted)
min	RES_DATA[8]	RES_DATA[8]	470	2
max in group asynchronous	RST	CMD_DATA[75]	26220	4
max	CMD_DATA[5]	RES_DATA[60]	24960	29
min in group asynchronous	RST	CMD_DATA[7]	6840	2
max reg2reg	CMD_DATA[5]	RES_DATA[60]	24960	29
min reg2reg	RES_DATA[8]	RES_DATA[8]	470	2
## cells in the mapped netlist (4+ instances only)
cell / n
a21oi_1: 126
o21a_1: 16
or2_2: 4
nand2b_1: 16
buf_1: 15
a221o_1: 5
a221oi_1: 4
xor2_1: 53
dfrtp_1: 252
nor3_1: 21
a211o_1: 6
buf_4: 4
a21o_1: 60
nand2_1: 1294
ha_1: 347
a31oi_1: 11
nand3_1: 20
and2_1: 907
o21bai_1: 16
nand4_1: 6
nor2_1: 87
a2111oi_0: 5
o31ai_1: 9
o21ai_0: 102
clkbuf_1: 472
a211oi_1: 11
nor2b_1: 14
and3_1: 7
inv_1: 1940
mux2_2: 172
xnor2_1: 155
fa_1: 1832
## cell families after synthesis
logic type	count (synthesis)	synth area share, %
AOI/OAI and AO/OA	421	3.68
xor gates and xnor gates	208	2.44
adders and majority gates	2179	55.0
buffers and inverters	2438	12.3
DFF	254	8.52
muxes	175	2.64
other	1	0.00503
and+or+nand+nor	2394	15.4
