[flow/config.mk]
export PLATFORM = sky130hd
export DESIGN_NAME = sea_battle
export DESIGN_NICKNAME = sea_battle
export VERILOG_FILES = /design/flow/design.v
export SDC_FILE = /design/flow/constraint.sdc
export NUM_CORES = 4
export LEC_CHECK = 1
export CORE_UTILIZATION = 50
[flow/constraint.sdc]
current_design sea_battle

set clk_period 1.1
set clk_io_pct 0.2

create_clock -name clk0 -period $clk_period [get_ports {clk}]

set non_clock_inputs [all_inputs -no_clocks]
set_input_delay [expr $clk_period * $clk_io_pct] -clock clk0 $non_clock_inputs
set_output_delay [expr $clk_period * $clk_io_pct] -clock clk0 [all_outputs]
[flow/design.v]
`timescale 1ns / 1ps
module VGA_display 
(
    input wire clk,
    input wire rst,
    output reg hsync,
    output reg vsync,
    output reg [3:0] red,
    output reg [3:0] green,
    output reg [3:0] blue,
    input wire [9:0] cursor_x,
    input wire [9:0] cursor_y
);
parameter H_DISPLAY = 640;
parameter H_FRONT = 16;
parameter H_SYNC = 96;
parameter H_BACK = 48;
parameter H_TOTAL = 800;
parameter V_DISPLAY = 480;
parameter V_FRONT = 10;
parameter V_SYNC = 2;
parameter V_BACK = 33;
parameter V_TOTAL = 525;
parameter GRID1_X = 20;
parameter GRID1_Y = 50;
parameter GRID2_X = 320;
parameter GRID2_Y = 50;
parameter CELL_SIZE = 30;
parameter GRID_SIZE = 300;
reg [9:0] h_count;
reg [9:0] v_count;
wire [9:0] pixel_x, pixel_y;
wire display_enable;
assign pixel_x = h_count;
assign pixel_y = v_count;
assign display_enable = (h_count < H_DISPLAY) && (v_count < V_DISPLAY);
always @(posedge clk or posedge rst) 
begin
    if (rst) 
    begin
        h_count <= 0;
        v_count <= 0;
        hsync <= 1;
        vsync <= 1;
        red <= 0;
        green <= 0;
        blue <= 0;
    end 
    else 
    begin
        if (h_count < H_TOTAL - 1) h_count <= h_count + 1;
        else 
        begin
            h_count <= 0;
            if (v_count < V_TOTAL - 1) v_count <= v_count + 1;
            else v_count <= 0;
        end
        hsync <= ~((h_count >= H_DISPLAY + H_FRONT) && (h_count < H_DISPLAY + H_FRONT + H_SYNC));
        vsync <= ~((v_count >= V_DISPLAY + V_FRONT) && (v_count < V_DISPLAY + V_FRONT + V_SYNC));
        if (!display_enable) 
        begin
            red <= 0; green <= 0; blue <= 0;
        end 
        else 
        begin
            red <= 0; green <= 0; blue <= 8;
            if ((pixel_x >= GRID1_X) && (pixel_x < GRID1_X + GRID_SIZE) &&
                (pixel_y >= GRID1_Y) && (pixel_y < GRID1_Y + GRID_SIZE)) 
            begin
                if (((pixel_x - GRID1_X) % CELL_SIZE == 0) || ((pixel_y - GRID1_Y) % CELL_SIZE == 0)) 
                begin
                    red <= 15; green <= 15; blue <= 15;
                end 
                else 
                begin
                    red <= 0; green <= 6; blue <= 0;
                end
            end
            if ((pixel_x >= GRID2_X) && (pixel_x < GRID2_X + GRID_SIZE) &&
                (pixel_y >= GRID2_Y) && (pixel_y < GRID2_Y + GRID_SIZE)) 
            begin
                if (((pixel_x - GRID2_X) % CELL_SIZE == 0) || ((pixel_y - GRID2_Y) % CELL_SIZE == 0)) 
                begin
                    red <= 15; green <= 15; blue <= 15;
                end 
                else 
                begin
                    red <= 6; green <= 0; blue <= 0;
                end
            end
            if ((pixel_x >= cursor_x) && (pixel_x < cursor_x + CELL_SIZE) &&
                (pixel_y >= cursor_y) && (pixel_y < cursor_y + CELL_SIZE)) 
            begin
                red <= 15; green <= 15; blue <= 0;
            end
        end
    end
end
endmodule
module clock_divider 
(
    input wire clk,         
    input wire rst,         
    output reg clk_vga      
);
reg [1:0] counter;  
always @(posedge clk or posedge rst) begin
    if (rst) 
    begin
        counter <= 0;
        clk_vga <= 0;
    end 
    else 
    begin
        counter <= counter + 1;
        clk_vga <= counter[1]; 
    end
end
endmodule
`timescale 1ns / 1ps
module cursor_controller 
(
    input wire clk,
    input wire rst,
    input wire [7:0] key_code,
    input wire key_valid,
    output reg [9:0] cursor_x,
    output reg [9:0] cursor_y
);
parameter GRID_X = 320;
parameter GRID_Y = 50;
parameter CELL_SIZE = 30;
parameter GRID_SIZE = 300;
always @(posedge clk or posedge rst) 
begin
    if (rst) 
    begin
        cursor_x <= GRID_X;
        cursor_y <= GRID_Y;
    end 
    else if (key_valid) 
    begin
        case (key_code)
            8'h75: if(cursor_y > GRID_Y) cursor_y <= cursor_y - CELL_SIZE;  
            8'h72: if(cursor_y < GRID_Y + GRID_SIZE - CELL_SIZE) cursor_y <= cursor_y + CELL_SIZE;  
            8'h6B: if(cursor_x > GRID_X) cursor_x <= cursor_x - CELL_SIZE;  
            8'h74: if(cursor_x < GRID_X + GRID_SIZE - CELL_SIZE) cursor_x <= cursor_x + CELL_SIZE;  
            default: ;
        endcase
    end
end
endmodule
module ps2_controller 
(
    input  wire clk,
    input  wire rst,
    input  wire ps2_clk,
    input  wire ps2_data,
    output reg  [7:0] key,
    output reg       key_valid
);
reg [1:0] ps2_clk_s, ps2_data_s;
reg ps2_clk_prev;
always @(posedge clk) 
begin
    ps2_clk_s  <= {ps2_clk_s[0], ps2_clk};
    ps2_data_s <= {ps2_data_s[0], ps2_data};
    ps2_clk_prev <= ps2_clk_s[1];
end
wire ps2_clk_f  = ps2_clk_s[1];
wire ps2_data_f = ps2_data_s[1];
reg [3:0] bitcnt;
reg [7:0] shift_byte;
reg got_e0;  
always @(posedge clk or posedge rst) 
begin
    if (rst) 
    begin
        bitcnt <= 0;
        shift_byte <= 8'd0;
        key <= 8'd0;
        key_valid <= 1'b0;
        got_e0 <= 1'b0;
    end 
    else 
    begin
        key_valid <= 1'b0;
        if (ps2_clk_prev && !ps2_clk_f) begin
            if (bitcnt == 0) begin
                bitcnt <= 1;
            end else if (bitcnt >= 1 && bitcnt <= 8) begin
                shift_byte <= {ps2_data_f, shift_byte[7:1]};
                bitcnt <= bitcnt + 1;
            end else if (bitcnt == 9) begin
                bitcnt <= bitcnt + 1;
            end else if (bitcnt == 10) begin
                bitcnt <= 0;
                if (shift_byte == 8'hE0) begin
                    got_e0 <= 1'b1;  
                end else if (shift_byte == 8'hF0) begin
                    got_e0 <= 1'b0;
                end else begin
                    key <= shift_byte;
                    key_valid <= 1'b1;
                    got_e0 <= 1'b0;
                end
            end
        end
    end
end
endmodule
`timescale 1ns / 1ps
module sea_battle 
(
    input wire clk,          
    input wire sys_nrst,
    output wire hsync,
    output wire vsync,
    output wire [3:0] red,
    output wire [3:0] green,
    output wire [3:0] blue,
    input wire ps2_data,
    input wire ps2_clk
);
wire clk_vga;  
reg [1:0] sync_rst;
wire rst;
always@(posedge clk or negedge sys_nrst)
begin
    if(!sys_nrst) sync_rst <= 2'b11;
    else sync_rst          <= {sync_rst[0], 1'b0};
end
assign rst = sync_rst[1];
clock_divider clock_div 
(
    .clk(clk),
    .rst(rst),
    .clk_vga(clk_vga)
);
wire [7:0] key_code;
wire key_ready;
ps2_controller ps2_ctrl 
(
    .clk(clk),
    .rst(rst),
    .ps2_clk(ps2_clk),
    .ps2_data(ps2_data),
    .key(key_code),
    .key_valid(key_ready)
);
wire [9:0] cursor_x;
wire [9:0] cursor_y;
cursor_controller cursor_ctrl 
(
    .clk(clk),
    .rst(rst),
    .key_code(key_code),
    .key_valid(key_ready),
    .cursor_x(cursor_x),
    .cursor_y(cursor_y)
);   
VGA_display display 
(
    .clk(clk_vga),      
    .rst(rst),
    .hsync(hsync),
    .vsync(vsync),
    .red(red),
    .green(green),
    .blue(blue),
    .cursor_x(cursor_x),
    .cursor_y(cursor_y)
);
endmodule
[flow/run.sh]
#!/bin/bash
# OpenROAD 26Q1-2900-gdf79404cd8, Yosys 0.63+post, stock flow scripts
make -C /OpenROAD-flow-scripts/flow DESIGN_CONFIG=/design/flow/config.mk WORK_HOME=/design/flow/orfs finish
==> results.txt <==
This memo summarizes the results of the implementation run.

Status
The flow ran to the end, but the final reports show violations. The checks that failed: setup timing.

Global routing
The met2 usage in global routing is between 40% and 50%. The initial antenna violation count is 0. The global-route congestion overflow total is 0.

The layer flagged by global routing as most heavily used is met1. The met3 track demand over resource in global routing is 2.035%. The aggregate global-route resource usage is 25.58%. The number of global-route vias before repair came to 6823. The first-pass GRT wire length is 33.20 mm.

The pin count of the biggest net entering global routing is 28. The global routing report lists met1 layer usage as roughly 40%.

Yosys
The leading register cell type out of synthesis is sky130_fd_sc_hd__dfrtp_1. The tally of yosys warning messages is 5. After synthesis, the cell types taking the most area are sky130_fd_sc_hd__dfrtp_1, sky130_fd_sc_hd__ha_1, sky130_fd_sc_hd__xnor2_1.

The synthesized design spends more area on one cell type than any other, namely sky130_fd_sc_hd__dfrtp_1. The gate-level netlist out of Yosys references 97 unique cell types. The summed instance area of the synthesized netlist is between 0.007 and 0.008 mm².

The chip area in the Yosys report is 0.007651 mm². Yosys mapped a number of flops with a built-in enable equal to 0. The share of synthesized area occupied by flip-flops and latches is 24.68%. A synthesized cell averages 8.062 µm². After synthesis, the share of flip-flops with an asynchronous set or reset is 93.42%. The number of standard cells after synthesis is roughly 950.

Per the synthesis report, the single largest cell type by area occupies a little over 20% of cell area. The flip-flop and latch count after synthesis is about 76. The number of cells in Yosys stat is 949.

Clock tree
TritonCTS built the clock tree. CTS built an H-tree with a depth of 2. The CTS report gives the tree buffer count as 5. The later pin in the worst-skew pair is clocked with a latency of 290 ps. Per the post-CTS timing run, clock transition at the registers of the reported paths is 70 ps.

In this run the deepest clock path goes through 2 buffers. The number of hold buffers added after CTS was 0. The cell at the root of the clock tree is sky130_fd_sc_hd__clkbuf_16.

Place
Per the placement report, the placed cell count is 1203. The congestion estimate from routability-driven global placement came to 0.9068. After legalization and detailed placement, the total HPWL measured 14.29 mm. The post-placement cell area is 0.008766 mm². The number of port buffers is 17.

Final timing
The final critical path time including I/O delays and setup is 1852 ps. The slew at the pin closest to its max-slew limit is about 800 ps. Setup repair after global routing could not meet its margin everywhere. OpenROAD reports that the post-layout worst path occupies 168.3% of the period. The final number of max-transition violations is 0.

Setup slack on the critical path of the routed design comes to -751.7 ps. The final timing report counts setup violations totalling 39. The setup clock skew after layout is about 5.2 ps.

The number of unconstrained endpoints is slightly above 40. The highest achievable clock rate is ~0.54 GHz. The remaining max-slew budget at the tightest pin is 46.49%. The count of unclocked register or latch pins is 27. Per the final timing report, the hold violations number 0. The final sum of negative setup slack is -20890 ps.

Min path
The path type of the worst min-delay path is input pin to asynchronous set/reset pin.

Routing
The post-detailed-route count of antenna-violating nets is 0. Wires add up to 19.51 mm. The overall via count from detail_route is roughly 7.4k. In the routed layout, each cell is associated on average with a via count of around 6.0. Per the log, the first TritonRoute iteration ended with a DRC count of 355. The wire length per cell after detailed routing is 15.87 µm.

The count of TritonRoute iterations in the first routing pass is 4. 0 antenna diodes ended up in the layout. The DRC violation count after routing is 0.

Critical path
Per the timing report, the biggest fanout along the worst path comes to 9. The kind of end point of the critical path is a register. STA classifies the critical path startpoint as a register. The critical path is of the register to register type. Walking the worst path, the cells encountered are nand2b_4 > buf_4 > nor3_2 > buf_4 > nand2_1 > buf_4 > o21ai_0 > nor2_4 > xnor2_1. The buffers plus inverters on the worst setup path is 3. The critical path arrival is 2070 ps.

Grouping stages by cell kind, the critical path spends the most delay in buffers and inverters. The setup check on the worst reg-to-reg path leaves a slack of -750 ps. On the worst path, the slowest cell contributes a delay of 380 ps.

According to the timing report, the data required time at the worst endpoint equals 1320 ps. The highest-delay cell along the critical path is sky130_fd_sc_hd__dfrtp_1. The timing report shows the most common cell along the critical path to be sky130_fd_sc_hd__buf_4.

Finish
The number of non-filler instances in the completed layout is 1229. The area taken by flip-flops and latches is 0.001889 mm². The final layout report lists a filler cell count of roughly 1.2k.

Leaving out fill and tap cells, the most frequent cells in the layout are sky130_fd_sc_hd__buf_4, sky130_fd_sc_hd__nor2_1, sky130_fd_sc_hd__nand2_1. At the end of the flow the core is filled with cells to 63.07%. The post-synthesis to final-layout area growth is 21.62%. The top cell type in the final layout, fill and taps aside, is sky130_fd_sc_hd__buf_4. The final design area excluding fillers is 0.009305 mm².

The multi-input gate area in the final layout is 0.005784 mm². The fraction of layout instances using a drive strength above 1 is 24.50%.

Job
The stage-log warning count is 52. In this run the maximum-capacitance check reported violations numbering 0.

Floorplanning
The floorplan step set the die width to 125.7 µm. The area of the core is 0.01475 mm². The area enclosed by the die boundary is 0.01580 mm². The total number of placement rows is 44. The floorplan step records an initial core utilization of 51.86%. According to the I/O placement log, the pin count is 18. The vertical die dimension is 125.7 µm.

Power
The total power of the final layout is about 5600 µW. The power density normalized to cell area is 603.6 mW/mm². The power report puts the leakage power at 0.004033 µW.

The maximum ir drop on the vdd rail is 1.414 mV.
synth_stat cells, types with 4 or more instances:
library cell / n
sky130_fd_sc_hd__nor2b_1: 14
sky130_fd_sc_hd__a22oi_1: 5
sky130_fd_sc_hd__nand2b_1: 14
sky130_fd_sc_hd__xnor2_1: 48
sky130_fd_sc_hd__or4_1: 4
sky130_fd_sc_hd__inv_1: 45
sky130_fd_sc_hd__a2111oi_0: 6
sky130_fd_sc_hd__o22ai_1: 7
sky130_fd_sc_hd__nor2_1: 95
sky130_fd_sc_hd__dfrtp_1: 62
sky130_fd_sc_hd__buf_2: 13
sky130_fd_sc_hd__mux2_2: 11
sky130_fd_sc_hd__o211ai_1: 11
sky130_fd_sc_hd__a221oi_1: 4
sky130_fd_sc_hd__a211oi_1: 10
sky130_fd_sc_hd__o21ai_0: 62
sky130_fd_sc_hd__nor3_1: 23
sky130_fd_sc_hd__ha_1: 67
sky130_fd_sc_hd__nand3_1: 33
sky130_fd_sc_hd__buf_1: 4
sky130_fd_sc_hd__xor2_1: 11
sky130_fd_sc_hd__and2_1: 5
sky130_fd_sc_hd__o21a_1: 11
sky130_fd_sc_hd__mux2i_1: 8
sky130_fd_sc_hd__a211o_1: 6
sky130_fd_sc_hd__o31ai_1: 11
sky130_fd_sc_hd__nand2_1: 87
sky130_fd_sc_hd__a21oi_2: 4
sky130_fd_sc_hd__and3_1: 17
sky130_fd_sc_hd__or3_1: 5
sky130_fd_sc_hd__dfstp_2: 9
sky130_fd_sc_hd__a21boi_0: 4
sky130_fd_sc_hd__clkbuf_1: 17
sky130_fd_sc_hd__nand4_1: 14
sky130_fd_sc_hd__dfxtp_1: 5
sky130_fd_sc_hd__nor4_1: 9
sky130_fd_sc_hd__buf_4: 8
sky130_fd_sc_hd__a21o_1: 9
sky130_fd_sc_hd__or2_2: 6
sky130_fd_sc_hd__a31oi_1: 19
sky130_fd_sc_hd__a21oi_1: 55
cells by family after synthesis:
family,count (synthesis),share of synthesized area [%]
multiplexers,20,2.845
other,1,0.04901
adder cells (fa/ha/maj),67,10.96
AND/OR/NAND/NOR,350,22.47
XOR/XNOR,62,7.621
AND-OR/OR-AND,280,25.92
flip-flops,76,24.68
buffers and inverters,93,5.462
worst paths after layout:
check,startpoint,endpoint,cells after the start
setup / recovery,ps2_ctrl.key[2],cursor_ctrl.cursor_y[5],9
hold / removal,sys_nrst,sync_rst[0],1
setup reg to reg,ps2_ctrl.key[2],cursor_ctrl.cursor_y[5],9
hold reg to reg,sync_rst[1],ps2_ctrl.bitcnt[0],2
max in group asynchronous,sync_rst[1],cursor_ctrl.cursor_y[5],2
min in group clk0,ps2_ctrl.ps2_clk_s[0],ps2_ctrl.ps2_clk_s[1],0
worst register-to-register path, delay by kind of cell (launching register included):
kind,cells,cell delay [ps]
compound gates,1,330
xor+xnor,1,160
buf+inv,3,470
simple gates,4,440
flops,1,380
registers in the layout, indices dropped and copies added, names as in the netlist, 4 cells and up:
signal / flops
ps2_ctrl.key: 8
display.h_count: 10
ps2_ctrl.shift_byte: 8
display.v_count: 10
cursor_ctrl.cursor_y: 9
ps2_ctrl.bitcnt: 4
cursor_ctrl.cursor_x: 9
layer usage:
| metal | up-vias | wire, µm |
|---|---|---|
| met2 | 173 | 8850 |
| met4 | 0 | 223 |
| li1 | 3663 | - |
| met5 | - | 0 |
| met3 | 19 | 773 |
| met1 | 3512 | 9663 |
metrics by stage:
stage          hold WS, ps  setup WS (ps)
4_1_cts              257.5         -662.7
2_1_floorplan        72.16         -625.9
3_5_place_dp         288.3         -789.9
6_report             261.2         -751.7
5_1_grt              261.9         -835.6
3_3_place_gp         283.6         -732.0
what timing repair did:
action,4_1_cts,5_1_grt
gates resized,33,34
cloned,3,0
pin swaps,19,24
endpoints found under the hold margin,0,0
endpoints found under the setup margin,39,39
buffers inserted,6,9
report_power, final:
part	internal [µW]	switching (µW)	total (µW)
logic	1010	870	1880
clock network	847	679	1530
registers	2030	176	2210
total	3890	1720	5620
final cells by class:
class,instances,share of cell area (%)
timing repair inverter,1,0.09412
inverter,48,2.057
tap,184,2.474
sequential,76,20.30
clock inverter,3,0.2286
multi-input combinational,782,62.16
clock buffer,5,1.345
timing repair buffer,130,11.34
Power and IR drop assume default switching activity.
