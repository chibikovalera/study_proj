**design.v**
```verilog
module CV_ANL_SEQ
(
  input [3:0] DAT_I, 
	input CE, CLK, RST,
	output reg [15:0] NOM
);
reg [4:0] STATE = 0;
initial NOM = 16'b0000000000000000;
always@(posedge CLK, posedge RST)
begin
	if(RST) 
	begin
		NOM = 4'h0000;
		STATE = 0;
	end
	else if(CE)
	begin
		case(STATE)
		4'h0: 
		begin
			if(DAT_I == 4'h7) 
				begin
					NOM = 16'b0000000000000001;
					STATE = STATE + 1;
				end
			else 
				begin
					NOM = 4'h0000;
					STATE = 0;
				end
		end
		4'h1:
		begin
			if(DAT_I == 4'h4) 
				begin
					NOM = 16'b0000000000000011;
					STATE = STATE + 1;;
				end
			else 
				begin
					NOM = 4'h0000;
					STATE = 0;
				end
		end
		4'h2:
		begin
			if(DAT_I == 4'h1) 
				begin
					NOM = 16'b0000000000000111;
					STATE = STATE + 1;;
				end
			else 
				begin
					NOM = 4'h0000;
					STATE = 0;
				end
		end
		4'h3:
		begin
			if(DAT_I == 4'h4) 
				begin
					NOM = 16'b0000000000001111;
					STATE = STATE + 1;;
				end
			else 
				begin
					NOM = 4'h0000;
					STATE = 0;
				end
		end
		4'h4:
		begin
			if(DAT_I == 4'h2) 
				begin
					NOM = 16'b0000000000011111;
					STATE = STATE + 1;;
				end
			else 
				begin
					NOM = 4'h0000;
					STATE = 0;
				end
		end
		4'h5:
		begin
			if(DAT_I == 4'hA) 
				begin
					NOM = 16'b0000000000111111;
					STATE = STATE + 1;;
				end
			else 
				begin
					NOM = 4'h0000;
					STATE = 0;
				end
		end
		4'h6:
		begin
			if(DAT_I == 4'h0) 
				begin
					NOM = 16'b0000000001111111;
					STATE = STATE + 1;;
				end
			else 
				begin
					NOM = 4'h0000;
					STATE = 0;
				end
		end
		4'h7:
		begin
			if(DAT_I == 4'h8) 
				begin
					NOM = 16'b0000000011111111;
					STATE = STATE + 1;;
				end
			else 
				begin
					NOM = 4'h0000;
					STATE = 0;
				end
		end
		4'h8:
		begin
			if(DAT_I == 4'h9) 
				begin
					NOM = 16'b0000000111111111;
					STATE = STATE + 1;;
				end
			else 
				begin
					NOM = 4'h0000;
					STATE = 0;
				end
		end
		4'h9:
		begin
			if(DAT_I == 4'hC) 
				begin
					NOM = 16'b0000001111111111;
					STATE = STATE + 1;;
				end
			else 
				begin
					NOM = 4'h0000;
					STATE = 0;
				end
		end
		4'hA:
		begin
			if(DAT_I == 4'h3) 
				begin
					NOM = 16'b0000011111111111;
					STATE = STATE + 1;;
				end
			else 
				begin
					NOM = 4'h0000;
					STATE = 0;
				end
		end
		4'hB:
		begin
			if(DAT_I == 4'h2) 
				begin
					NOM = 16'b0000111111111111;
					STATE = STATE + 1;;
				end
			else 
				begin
					NOM = 4'h0000;
					STATE = 0;
				end
		end
		4'hC:
		begin
			if(DAT_I == 4'hA) 
				begin
					NOM = 16'b0001111111111111;
					STATE = STATE + 1;
				end
			else 
				begin
					NOM = 4'h0000;
					STATE = 0;
				end
		end
		4'hD:
		begin
			if(DAT_I == 4'h7) 
				begin
					NOM = 16'b0011111111111111;
					STATE = STATE + 1;;
				end
			else 
				begin
					NOM = 4'h0000;
					STATE = 0;
				end
		end
		4'hE:
		begin
			if(DAT_I == 4'h9) 
				begin
					NOM = 16'b0111111111111111;
					STATE = STATE + 1;
				end
        else 
				begin
					NOM = 4'h0000;
					STATE = 0;
				end
		end
		4'hF:
		begin
			if(DAT_I == 4'h2) 
				begin
					NOM = 16'b1111111111111111;
					STATE = STATE + 1;;
				end
			else 
				begin
					NOM = 4'h0000;
					STATE = 0;
				end
		end
		default:
		begin
			NOM = 16'b0000000000000000;
			STATE = 0;
		end
		endcase
	end
end
endmodule
```
**run.sh**
```bash
#!/bin/bash
# OpenROAD 26Q1-2900-gdf79404cd8, Yosys 0.63+post, stock flow scripts
make -C /OpenROAD-flow-scripts/flow DESIGN_CONFIG=/design/flow/config.mk WORK_HOME=/design/flow/orfs finish
```
**config.mk**
```make
export PLATFORM = sky130hd
export DESIGN_NAME = CV_ANL_SEQ
export DESIGN_NICKNAME = CV_ANL_SEQ
export VERILOG_FILES = /design/flow/design.v
export SDC_FILE = /design/flow/constraint.sdc
export NUM_CORES = 4
export LEC_CHECK = 1
export CORE_UTILIZATION = 30
```
**constraint.sdc**
```tcl
current_design CV_ANL_SEQ

set clk_period 3.1
set clk_io_pct 0.2

create_clock -name clk0 -period $clk_period [get_ports {CLK}]

set non_clock_inputs [all_inputs -no_clocks]
set_input_delay [expr $clk_period * $clk_io_pct] -clock clk0 $non_clock_inputs
set_output_delay [expr $clk_period * $clk_io_pct] -clock clk0 [all_outputs]
```
==> GITHUB_STEP_SUMMARY <==
## Implementation flow summary

| Metric | Value |
|---|---|
| DIE HEIGHT | `72.69 um` |
| Leakage | `0.7407 nW` |
| DRC errors left | `0` |
| Adder share | `4.174%` |
| Yosys cell count | `160` |
| Clock latency (worst-skew pair) | `0.26 ns` |
| Post-Syn Area | `1499 um2` |
| FF+latch count, synth | `21` |
| Tot GR Track Use | `14.58%` |
| Peak fanout along the critical path | `14` |
| Chip area | `5283 um2` |
| Synth-to-Final Area Change | `20.95%` |
| Cell repeated most along the worst path | `nand3_2` |
| Buffers on Ports | `22` |
| Most instantiated logic cells after routing | `clkdlybuf4s50_1, dfrtp_1, nor2_1` |
| Post-CTS Setup Repair Bufs | `0` |
| CTS Buffer Depth | `2` |
| FP Util | `31.53%` |
| Critical path's largest stage delay | `0.70 ns` |
| First-pass GRT wire length | `5.885 mm` |
| Yosys cell types | `55` |
| Vias in the first global route | `1162` |
| Worst hold path type | `register to register` |
| OpenROAD warnings | `28` |
| Global route total overflow | `0` |
| Core outline area | `4755 um2` |
| Drt wl/cell | `14.21 um` |
| Hold bufs inserted after CTS | `0` |
| Clock Sinks | `21` |
| H-tree Lvls | `1` |
| Iteration-0 DRC Markers | `138` |
| Synth Area in XOR/XNOR | `0%` |
| Final hold vios | `0` |
| Area post-placement | `1768 um2` |
| Root Driver | `clkbuf_8` |
| Setup violators final | `0` |
| R2R Setup Slk | `0.79 ns` |
| Combinational share of power | `15.1%` |
| CP required | `3.23 ns` |
| Internal power | `0.4154 mW` |
| Min Tclk post-route | `2.458 ns` |
| Most frequent logic cell in the layout | `clkdlybuf4s50_1` |
| Synth Seq Share | `35.06%` |
| Crit. End Element | `register` |
| Clock Power Share | `32.7%` |
| Reg2Reg Depth | `7` |
| CP Launch Type | `primary input` |
| FFs w/ async S/R, synth | `100.0%` |
| Placed insts | `242` |
| Cts bufs inserted | `3` |
| RR Endpoint | `NOM[6]` |
| GRT met2 Usage | `18.90%` |
| Clock Pin Slew Worst Setup and Hold Paths | `0.08 ns` |
| FP Rows | `25` |
| Synth Area in Simple Gates | `28.80%` |
| RSZ-0062 raised after global routing | `no` |
| Initial antenna violation count | `0` |
| Yosys warning tally | `1` |
| Synth Instances | `160` |
| Met1 Resource Use GR | `25.05%` |
| Ports | `23` |
| Fin cells | `246` |
| FF-to-FF Start | `STATE[0]` |
| Status | `finished clean` |
| Relative slew slack | `60.38%` |
| Detail-routed via count per cell | `5.134` |
| Yosys stat area | `1499 um2` |
| NetSw | `0.1370 mW` |
| Post-synth mux share | `2.838%` |
| Power Density | `304.7 nW/um2` |
| Max Freq | `0.4068 GHz` |
| Final Cell Area | `1813 um2` |
| GR peak layer | `met1` |
| Ratio of cells with drive above 1 in the final layout | `15.08%` |
| Die span in x | `72.69 um` |
| Final Slew Violations | `0` |
| GR Util met3 | `3.922%` |
| Hold depth | `1` |
| Sw Share | `24.80%` |
| And-or/or-and share of the synthesized area | `23.04%` |
| Crit path capture | `NOM[6]` |
| CTS tree | `built` |
| Post-route ant nets | `0` |
| Comb area leader | `simple AND/OR/NAND/NOR gates` |
| Sequential Power Share | `52.3%` |
| GPL Wtd Cong | `0.9350` |
| Via Count | `1263` |
| Synth Area per Inst | `9.368 um2` |
| Crit Path Class | `primary input to register` |
| Max Cap Violations | `0` |
| Main synth FF type | `dfrtp_1` |
| Diode count | `0` |
| Routed wire length | `3.495 mm` |
| Crit. Startpoint | `DAT_I[2]` |
| PnR Total Power | `0.5524 mW` |
| Critical Path, Cell by Cell | `clkdlybuf4s50_1, and4bb_2, o211ai_2, nand3_2, o311ai_4, nand3_2` |
| Crit share post-route | `79.29%` |
| Post-synth EDFFs | `0` |
| Largest net degree at the start of global routing | `25` |
| Slowest-stage cell, CP | `clkdlybuf4s50_1` |
| Critical path arrival | `2.58 ns` |
| Worst Max-Slew Pin Slew | `0.5930 ns` |
| Cell resize tally after clock tree synthesis | `0` |
| Setup TNS | `0 ns` |
| Worst Skew | `0.004152 ns` |
| VDD IR max | `190.9 uV` |
| Detailed placement HPWL | `2.502 mm` |
| TritonRoute pass-1 iters | `4` |
[registers in the layout (all words and copies together) (netlist names)]
| name | flops |
|---|---|
| NOM | 16 |
| STATE | 5 |
[stage by stage]
stage | hold WS, ns | setup WS, ns | util (%)
5_1_grt | 0.5277 | 0.4610 | 38.13
2_1_floorplan | 0.4300 | 1.019 | -
3_3_place_gp | 0.4825 | 0.4129 | 37.18
4_1_cts | 0.5137 | 0.6456 | 38.13
3_5_place_dp | 0.4896 | 0.3830 | 37.18
6_report | 0.5088 | 0.6419 | 38.13
[power groups by stage]
stage,logic [mW],clock network [mW],registers [mW]
4_1_cts,0.0840,0.186,0.289
5_1_grt,0.0929,0.198,0.290
6_report,0.0831,0.181,0.289
[synthesized netlist by cell type, drive strengths merged (2+ instances only)]
master / count / share of area (%)
nand2: 12 / 3.0
o211ai: 2 / 1.3
and3: 8 / 3.3
clkbuf: 3 / 0.75
o22ai: 2 / 1.3
and2: 3 / 1.3
buf: 7 / 3.1
nand2b: 2 / 0.83
mux2i: 2 / 1.3
nand3b: 5 / 2.5
o21a: 2 / 1.0
nor2b: 2 / 0.83
nand4: 2 / 0.83
nor4bb: 2 / 1.3
nor3b: 3 / 1.5
o21ai: 10 / 4.3
ha: 5 / 4.2
o31ai: 2 / 1.9
mux2: 2 / 1.5
or3: 2 / 0.83
a21oi: 7 / 2.3
dfrtp: 21 / 35
nand3: 6 / 2.7
a31oi: 4 / 1.7
o32ai: 2 / 1.7
nor2: 16 / 4.0
inv: 8 / 2.0
[logic make-up after synthesis]
| logic type | Yosys count |
|---|---|
| and+or+nand+nor | 71 |
| AOI/OAI and AO/OA | 40 |
| DFF | 21 |
| buffers and inverters | 19 |
| adders and majority gates | 5 |
| muxes | 4 |
[layer usage]
metal / part of all wire (%) / wire, um
met1: 51 / 1787
met2: 39 / 1358
met3: 8.8 / 307
met4: 1.2 / 42
met5: 0 / 0
[final cells by class]
| cell class | instances | area [um2] |
|---|---|---|
| Sequential cell | 21 | 525.5 |
| Timing Repair Buffer | 25 | 242.7 |
| Tap cell | 67 | 83.83 |
| Multi-Input combinational cell | 120 | 882.1 |
| Fill cell | 492 | 2942 |
| Inverter | 9 | 33.78 |
| Clock buffer | 4 | 45.04 |
[critical path: cells and delay by family]
family	cells	cell delay [ns]
compound gates	2	0.72
buf+inv	1	0.70
simple gates	3	0.53
[how the worst min path moves through the flow]
stage,start,to
4_1_cts,NOM[15],NOM[15]
5_1_grt,NOM[13],NOM[13]
6_report,NOM[15],NOM[15]
Power figures rest on the tool's default switching activity, not on a simulated workload.
